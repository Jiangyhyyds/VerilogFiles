==> ./design.v <==
`timescale 1 ps/ 1 ps
module counter24(
	input clk, reset, load, in,
	input [7 : 0] data,
	output reg [7 : 0] out = 8'b00000000
	);
	always @(posedge clk)
	begin
		if (reset == 1'b1)
			out = 0;
		else if (load == 1'b1)
			out = data;
		else if (in == 1'b1)
		begin
			if (out == 8'h23)
				out = 0;
			else if(out[3 : 0] == 4'h9)
				begin
					out[3 : 0] = 0;
					if (out[7 : 4] == 4'h2)
						out[7 : 4] = 0;
					else
						out[7 : 4] = out[7 : 4] + 1;
				end
			else
				out[3 : 0] = out[3 : 0] + 1;
		end
	end
endmodule 
==> ./run.sh <==
#!/bin/bash
# OpenROAD 26Q1-2900-gdf79404cd8, Yosys 0.63+post, stock flow scripts
make -C /OpenROAD-flow-scripts/flow DESIGN_CONFIG=/design/flow/config.mk WORK_HOME=/design/flow/orfs finish
==> ./config.mk <==
export PLATFORM = sky130hd
export DESIGN_NAME = counter24
export DESIGN_NICKNAME = counter24
export VERILOG_FILES = /design/flow/design.v
export SDC_FILE = /design/flow/constraint.sdc
export NUM_CORES = 4
export LEC_CHECK = 1
export CORE_AREA = 10 10 70 70
export DIE_AREA = 0 0 80 80
==> ./constraint.sdc <==
current_design counter24

set clk_period 2.2
set clk_io_pct 0.2

create_clock -name clk0 -period $clk_period [get_ports {clk}]

set non_clock_inputs [all_inputs -no_clocks]
set_input_delay [expr $clk_period * $clk_io_pct] -clock clk0 $non_clock_inputs
set_output_delay [expr $clk_period * $clk_io_pct] -clock clk0 [all_outputs]
==> impl_metrics.env <==
# flow metrics
export IMPL_synthCells=62
export IMPL_cts_resized=0
export IMPL_post_route_drc_count=0
export IMPL_grt_pass1_wl_um=2539
export IMPL_gp_congestion=0.8060
export IMPL_p_total_uw=376.5
export IMPL_ys_cells=62
export IMPL_hp_class="register to register"
export IMPL_routedWlPerCell_um=11.85
export IMPL_diodes=0
export IMPL_critical_path_buf_inv_count=1
export IMPL_drtAntennaViolNets=0
export IMPL_crit_path_end_kind="register"
export IMPL_grt_pass1_vias=532
export IMPL_vias_per_cell=4.176
export IMPL_fp_dieH_um=80
export IMPL_max_slew_margin=0.7534
export IMPL_routed_wl_um=1552
export IMPL_cts_hold_buf=0
export IMPL_simple_gate_area_frac=0.2694
export IMPL_finalSetupViolCount=0
export IMPL_status="complete, no violations"
export IMPL_tightest_slew_ns=0.3699
export IMPL_synth_distinct_cells=31
export IMPL_ys_warn_count=1
export IMPL_clk_path_buf_depth=2
export IMPL_dieWidth_um=80
export IMPL_largest_reg_flops=8
export IMPL_fillCellCount=380
export IMPL_fin_skew_ns=0.002791
export IMPL_io_buffers=19
export IMPL_synthArstFlopShare=0
export IMPL_numCtsBuffers=3
export IMPL_warning_count=27
export IMPL_reg2reg_from="out[4]$_SDFFE_PP0P_"
export IMPL_cts_tree="built"
export IMPL_cts_sinks=8
export IMPL_seqCellArea_um2=160.2
export IMPL_startpoint_type="register"
export IMPL_grtUsageTotal=0.05003
export IMPL_synthAoiAreaFrac=0.2420
export IMPL_worst_setup_path_type="register to register"
export IMPL_hold_viol_final=0
export IMPL_ys_sh_xor=0.04795
export IMPL_io_pins=20
export IMPL_grt_antenna_before_repair=0
export IMPL_chipArea_mm2=0.006400
export IMPL_area_growth_pct=51.83
export IMPL_period_minus_slack_ns=1.696
export IMPL_syn_cell_area_um2=548.0
export IMPL_clock_latency_ns=0.26
export IMPL_rows=21
export IMPL_tns_ns=0
export IMPL_slowest_delay_ns=0.42
export IMPL_yosysTopAreaCell="dfxtp_1"
export IMPL_crit_slowest_cell="dfxtp_1"
export IMPL_initCoreUtil=0.1604
export IMPL_peakVddDrop_v=0.0002776
export IMPL_fin_crit_sh=0.7708
export IMPL_cts_setup_buffers=0
export IMPL_grt_max_degree=10
export IMPL_mux_area_frac=0
export IMPL_max_freq_mhz=589.7
export IMPL_via_count=547
export IMPL_area_leaders="dfxtp_1, ha_1, a221oi_1"
export IMPL_ys_area_um2=548.0
export IMPL_drt_pass1_iterations=4
export IMPL_worstPathArrival_ns=1.84
export IMPL_path_clk_slew_ns=0.06
export IMPL_rsz0062_at_grt="false"
export IMPL_path_max_fanout=6
export IMPL_synth_seq_share=0.2922
export IMPL_top_logic_kind="simple AND/OR/NAND/NOR gates"
export IMPL_final_comb_area_um2=356.6
export IMPL_crit_chain="inv_1, ha_1, nor3b_2, a32oi_2, a2111oi_2, a311o_1"
export IMPL_drive_above_1_share=0.1294
export IMPL_ys_ff=8
export IMPL_cp_top_family="AND-OR/OR-AND gates"
export IMPL_top_cell_area_share=0.2922
export IMPL_max_cap_violations=0
export IMPL_hold_start="out[5]$_SDFFE_PP0P_"
export IMPL_coreArea_mm2=0.003416
export IMPL_grt_overflow=0
export IMPL_ys_sh_adder=0.09132
export IMPL_place_hpwl_um=1206
export IMPL_flop_cell="dfxtp_1"
export IMPL_slew_viol_final=0
export IMPL_leakagePower_nw=0.3112
export IMPL_p_per_area_mw_per_mm2=452.5
export IMPL_root_buffer="clkbuf_4"
export IMPL_yosys_top_cells_count="dfxtp_1, nor2_1, inv_1"
export IMPL_syn_avg_cell_area_um2=8.839
export IMPL_first_iter_violations=38
export IMPL_edf_count=0
export IMPL_htreeDepth=1
export IMPL_crit_start="out[4]$_SDFFE_PP0P_"
export IMPL_cp_required_ns=2.34
-- worst register-to-register path, delay by kind of cell, from the launching register on --
kind	cells	cell delay [ns]
compound gates	3	0.71
flops	1	0.42
buf+inv	1	0.07
fa+ha+maj	1	0.20
simple gates	1	0.18
-- report_power, final --
part	switching (mW)	total (mW)	internal, mW
Combinational	0.0342	0.0915	0.0573
Sequential	0.0138	0.169	0.155
Clock	0.0537	0.116	0.0627
-- cell families after synthesis --
logic type | after synthesis
AND-OR/OR-AND | 14
flip-flops | 8
buffers and inverters | 8
AND/OR/NAND/NOR | 25
XOR/XNOR | 3
adder cells (fa/ha/maj) | 4
-- path summary, 6_finish.rpt --
kind                               to  slack, ns  cells past startpoint
hold reg to reg   out[5]$_SDFFE_PP0P_       0.57                      2
setup / recovery  out[6]$_SDFFE_PP0P_       0.50                      6
hold / removal    out[5]$_SDFFE_PP0P_       0.57                      2
setup reg to reg  out[6]$_SDFFE_PP0P_       0.50                      6
-- metal layers --
metal	up-vias	GRT usage	wire length, um
li1	280	-	-
met1	242	0.07080	737
met2	23	0.06019	562
met3	2	0.03636	241
met4	0	0.005282	10
met5	-	0	0
-- final cells by class --
cell class,count,area share
multi-input combinational,46,0.4286
timing repair buffer,22,0.2556
tap,46,0.06917
clock buffer,3,0.02707
inverter,6,0.02707
sequential,8,0.1925
-- cells in the final DEF (no fill, tap or decap) --
cell type        netlist  final
clkdlybuf4s50_1        0     19
nand3_1                1      1
buf_4                  0      3
and3b_4                1      1
nor3b_2                1      1
nor3b_1                2      2
a211oi_1               1      1
o21ai_0                1      1
o22ai_1                1      1
inv_1                  6      6
clkbuf_4               0      3
and2_0                 1      1
o221ai_1               1      1
and4_1                 1      1
a21oi_1                1      1
nor2_1                 8      8
and3_1                 1      1
xor2_1                 2      2
a2111oi_2              1      1
a32oi_2                1      1
a31o_1                 1      1
a311o_1                1      1
ha_1                   4      4
nand2b_1               3      3
nand3b_1               1      1
dfxtp_1                8      8
nand2_1                2      2
xnor2_1                1      1
a311oi_2               1      1
or4_1                  1      1
nor3_1                 2      2
a221oi_1               4      4
-- stage by stage --
| stage | cell area [um2] | hold slack (ns) | std cells | worst slack (ns) | util |
|---|---|---|---|---|---|
| after CTS | 832.0 | 0.5734 | 131 | 0.5009 | 0.2436 |
| after detailed placement | 809.5 | 0.5688 | 128 | 0.2811 | 0.2370 |
| final | 832.0 | 0.5724 | 131 | 0.5043 | 0.2436 |
| after global placement | 809.5 | 0.5643 | 128 | 0.2728 | 0.2370 |
| after floorplan | 548.0 | 0.5070 | 62 | 0.6823 | - |
| after global routing | 832.0 | 0.6130 | 131 | 0.3894 | 0.2436 |
