### flow/design.v
module JyhVoter(
	input [6 : 0] vote,
	output reg pass,
	output reg [2 : 0] sum = 3'b000
);
	integer i;
	always @(vote)
		begin
			sum = 3'b000;
			for(i = 0; i <= 6; i = i + 1)
				if (!vote[i])	sum = sum + 1;
			if(!sum[2])
				pass = 1;
			else
				pass = 0;
		end
endmodule 
### flow/run.sh
#!/bin/bash
# OpenROAD 26Q1-2900-gdf79404cd8, Yosys 0.63+post, stock flow scripts
make -C /OpenROAD-flow-scripts/flow DESIGN_CONFIG=/design/flow/config.mk WORK_HOME=/design/flow/orfs finish
### flow/config.mk
export PLATFORM = sky130hd
export DESIGN_NAME = JyhVoter
export DESIGN_NICKNAME = JyhVoter
export VERILOG_FILES = /design/flow/design.v
export SDC_FILE = /design/flow/constraint.sdc
export NUM_CORES = 4
export LEC_CHECK = 1
export CORE_AREA = 10 10 70 70
export DIE_AREA = 0 0 80 80
### flow/constraint.sdc
current_design JyhVoter

set clk_period 2.5
set clk_io_pct 0.2

create_clock -name clk0 -period $clk_period

set non_clock_inputs [all_inputs -no_clocks]
set_input_delay [expr $clk_period * $clk_io_pct] -clock clk0 $non_clock_inputs
set_output_delay [expr $clk_period * $clk_io_pct] -clock clk0 [all_outputs]
==> run notes <==
yosys + openroad results -> Chip Area, Yosys=350 sq um, Crit path arrival time=3.41 ns, HPWL after DPL=745 um, adder share=21.4%, Post-synth mux share=2.86%, # hold bufs at CTS=0, max incr delay on CP=0.30 ns, failing checks=negative setup slack, Final Cycle Share=157%, crit path launch type=input port, Row Count=21, Synth Area in XOR/XNOR=40.7%, WL per Instance=8.75 um, Worst Hold Class=input port to output pin, run status=finished, violations left, Leak=0.358 nW, # Cells Yosys=37, WHS=1.79 ns, Max rail drop VDD=0.218 mV, crit path kind=input port to output pin, tool warning count=36, Routed Antenna Nets=0, fillcell total=374, critical-path maximum fanout=2, gr usage total=2.92%, Unique masters post-synth=20, first-pass detailed-route iteration total=3, worst slew pin tran=0.388 ns, area grow syn2layout=132%, largest net degree at the start of global routing=5, top cells by count, synth=ha_1 (6), nor2b_1 (6), xnor2_1 (4), # IOs=11, remaining global-route overflow=0, Crit path required time=2.00 ns, layout cell share with drive strength beyond 1=64.7%, Crit. End Element=output pin, Peak Freq=256 MHz, min Tclk post-route=3.91 ns, wire length of the first global-routing pass=1.61 mm, IO buf count=11, Final setup violation count=4, pwr dens=396 mW/mm^2, worst hold stages=7, FF+latch area=0 sq um, post-synth top area share=21.4%, number of global-route vias before repair=362, top cells, area=ha_1 (21%), nor2b_1 (11%), xnor2_1 (10%), ANT cells=0, crit-path cells=buf_8 > inv_6 > ha_4 > xnor2_4 > ha_4 > nor2b_4 > a21o_1 > ha_4 > nor2_4 > nor2_2 > ha_1 > nor2b_4 > o21bai_4 > ha_4 > nor2b_4 > xnor3_1 > buf_4 > xor2_1 > buf_2, Hold Vio Cnt, Final=0, final instance area=812 sq um, registers=0, synthesized area per cell=9.47 sq um, Basic Gates by Area=21.4%, comb area leader=XOR/XNOR gates, Die Height=80 um, via count=360, most frequent cell on the critical path=ha_4, clock buffers=0, initial antenna violation count=0, Iter 0 DRT Violations=5, Compound Share, Synth=10.4%, fp_density=10.3%, Yosys top cell by area=ha_1, Post-DP Area=712 sq um, Ys Warns=1, Rel. slew slack=74.0%, Cells after Synth=37, chip area=0.00640 sq mm, max-slew violations=0, Worst Slack Setup Final=-1.41 ns, critical path's slowest cell=ha_1, routability congestion estimate=0.677, DRC viols=0, DR vias/cell=3.16, RSZ-0062 raised after global routing=true, Syn Std Cell Area=350 sq um, core region area=0.00342 sq mm, DIE WIDTH=80 um, max-capacitance violation count=0, register share after synthesis=0%, WL final=998 um
-- where the power goes --
part	internal, W	switching, W	total, W
clock network	0	0	0
registers	0	0	0
logic	0.000209	0.000112	0.000322
-- per-stage QoR --
step	TNS, ns	util (%)	setup slack (ns)	power (W)	cells
3_3_place_gp	-7.76	20.8	-2.33	0.000266	109
4_1_cts	-4.54	22.6	-1.56	0.000293	115
2_1_floorplan	-2.97	-	-1.07	0.000134	37
5_1_grt	-4.66	23.8	-1.56	0.000361	114
3_5_place_dp	-7.78	20.8	-2.35	0.000267	109
6_report	-4.13	23.8	-1.41	0.000322	114
-- cells by family (layout without fill, tap and decap cells) --
kind of cell,after synthesis,in the layout
adder cells (fa/ha/maj),6,6
AND/OR/NAND/NOR,13,13
XOR/XNOR,9,9
AND-OR/OR-AND,5,5
buffers and inverters,3,34
multiplexers,1,1
-- area by class of cell --
class              count  area, sq um  area share, %
repair buffers        31          264           32.5
inverters              3         28.8           3.54
well taps             46         57.6           7.09
multi-input cells     34          462           56.9
-- per-layer routing --
metal | global-route usage, % | part of all wire [%]
met1 | 4.13 | 50
met2 | 4.90 | 47
met3 | 0.341 | 2.7
met5 | 0 | 0
met4 | 0 | 0
-- worst max-delay path, delay by kind of cell --
kind | cells | cell delay, ns
fa+ha+maj | 5 | 1.16
xor+xnor | 3 | 0.52
simple gates | 5 | 0.51
buf+inv | 4 | 0.38
compound gates | 2 | 0.36
-- timing repair --
item	in CTS	in global routing
setup buffers	7	4
resized	32	15
setup endpoints to repair	4	4
pin swaps	7	7
-- layout by cell type, fill, tap and decap left out, types with 2 or more instances in the layout --
master,n
ha_1,2
buf_4,16
buf_6,4
ha_4,4
xnor2_1,3
nor2b_1,3
buf_2,4
xnor2_4,2
nor2b_4,3
clkdlybuf4s50_1,3
-- final timing paths --
kind / from / end / slack (ns)
worst max-delay path: vote[0] / pass / -1.41
worst min-delay path: vote[0] / sum[2] / 1.79
Power is estimated from default activity; no workload was simulated.
